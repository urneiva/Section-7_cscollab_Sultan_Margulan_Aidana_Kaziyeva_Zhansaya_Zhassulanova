==> flow/design.v <==
`timescale 1ns / 1ps
module hvsync(clk, reset, data_enable, hsync, vsync, hpos, vpos);
input clk;
input reset;
output data_enable;
output reg hsync;
output reg vsync;
output reg [11:0] hpos;
output reg [11:0] vpos;
parameter HDISPLAY = 800;
parameter HFRONT = 210;
parameter HSPULSE = 23;
parameter HTOTAL = 1056;
parameter HBACK = HTOTAL - HDISPLAY - HFRONT - HSPULSE;  
parameter VDISPLAY = 480;
parameter VBOTTOM = 22;
parameter VSPULSE = 5;
parameter VTOTAL = 525;
parameter VTOP =  VTOTAL - VSPULSE - VBOTTOM - VDISPLAY;  
parameter HA_END = HDISPLAY - 1;
parameter HS_STA = HA_END + HFRONT;  
parameter HS_END = HS_STA + HSPULSE;  
parameter LINE = HTOTAL - 1;
parameter VA_END = VDISPLAY - 1;
parameter VS_STA = VA_END + VBOTTOM;  
parameter VS_END = VS_STA + VSPULSE;  
parameter SCREEN = VTOTAL - 1; 
always @(posedge clk)
begin
	hsync <= (hpos>= HS_STA && hpos< HS_END) ? 0 : 1;
	vsync <= (vpos>= VS_STA && vpos< VS_END) ? 0 : 1;
if(hpos >= LINE)
begin
	hpos<= 12'd0;
	vpos<= (vpos == SCREEN) ? 12'd0 : vpos + 12'd1;
end
else 
begin
	hpos <= hpos + 12'd1;
end
if(reset) begin
	hpos <= 12'd0;
	vpos <= 12'd0;
end
end
	assign data_enable = (hpos<= HA_END && vpos<= VA_END) ? 1 : 0;
endmodule
==> flow/run.sh <==
#!/bin/bash
# OpenROAD 26Q1-2900-gdf79404cd8, Yosys 0.63+post, stock flow scripts
make -C /OpenROAD-flow-scripts/flow DESIGN_CONFIG=/design/flow/config.mk WORK_HOME=/design/flow/orfs finish
==> flow/config.mk <==
export PLATFORM = sky130hd
export DESIGN_NAME = hvsync
export DESIGN_NICKNAME = hvsync
export VERILOG_FILES = /design/flow/design.v
export SDC_FILE = /design/flow/constraint.sdc
export NUM_CORES = 4
export LEC_CHECK = 1
export CORE_AREA = 10 10 113 113
export DIE_AREA = 0 0 123 123
==> flow/constraint.sdc <==
current_design hvsync

set clk_period 4.0
set clk_io_pct 0.2

create_clock -name clk0 -period $clk_period [get_ports {clk}]

set non_clock_inputs [all_inputs -no_clocks]
set_input_delay [expr $clk_period * $clk_io_pct] -clock clk0 $non_clock_inputs
set_output_delay [expr $clk_period * $clk_io_pct] -clock clk0 [all_outputs]
==> metrics.csv <==
metric,value,unit
run status,finished clean,
Hold WC Path Type,reg -> reg,
maximum ir drop on the vdd rail,0.122,mV
overall fraction of global-route tracks in use,4.80,%
clock buffer count from CTS,3,
Inserted Diodes,0,
most common flop cell mapped by yosys,sky130_fd_sc_hd__dfxtp_1,
largest net degree at the start of global routing,19,
most numerous logic cell after layout,sky130_fd_sc_hd__clkdlybuf4s50_1,
crit path capture type,primary output,
number of warning messages in the logs,30,
ys cells,158,
data required time at the worst endpoint,3200,ps
Startpoint Class,flop,
cell at the slowest stage of the critical path,sky130_fd_sc_hd__clkdlybuf4s50_1,
number of nets with antenna violations after routing,0,
vias in the first global route,1141,
Longest Clk Path Bufs,2,
fraction of layout cells with a size suffix above 1,6.49,%
Die Size,15100,um^2
sequential group share of total power,51.3,%
setup fix buffers added after clock tree synthesis,0,
startpoint-to-endpoint class of the critical path,reg -> out,
sequential-to-total area share from yosys stat,37.3,%
switching power share of the total,21.0,%
global-route wire length before repair,5980,um
post-cts gate resize count,0,
final worst-path setup slack,1380,ps
Worst Hold Path Cells,1,
portion of total power attributed to the clock network,42.0,%
global route total overflow,0,
highest-count cells in the layout ignoring fill and taps,"sky130_fd_sc_hd__clkdlybuf4s50_1, sky130_fd_sc_hd__dfxtp_1, sky130_fd_sc_hd__nand2_1",
standby leakage power,0.592,nW
areal power density over the cells,277,nW/um^2
logic gate share of total power,6.7,%
Clock transition at path regs,90,ps
source-to-sink clock delay at the later pin of the worst-skew pair,270,ps
ordered list of cells on the worst path,"or3_4, a31oi_1, clkdlybuf4s50_1",
Mapped Area,1400,um^2
switching power,110,uW
Area Overhead vs Synth,35.3,%
number of search-and-repair iterations in the first detailed-routing pass,4,
sequential cell area in the final layout,520,um^2
Int Pwr,413,uW
number of DRC markers after the initial detailed-route iteration,79,
total number of clock tree sinks,26,
share of the clock period used by the worst path after layout,65.6,%
Reg2Reg Depth,5,
total via count after detailed routing,1225,
post-detailed-route DRC marker count,0,
placement-stage worst setup slack,1560,ps
routability cong.,0.806,
synth unique cells,36,
Tightest Pin Transition,727,ps
average wire per cell in the routed design,11.6,um
final worst path period need,2620,ps
TritonCTS clock tree,done,
Peak Freq,0.381,GHz
half-perimeter wire length of the detailed placement result,2840,um
CTS Root Buffer Type,sky130_fd_sc_hd__clkbuf_8,
Via density,3.82,
buffers added on ports,28,
maximum capacitance violations,0,
H-Tree Level Count,1,
initial antenna violation count,0,
Routed WL,3730,um
unrepaired setup endpoints after global routing,no,
Site Rows,37,
Post-Synthesis Mean Instance Area,8.83,um^2
Final TNS setup,0,ps
total cell area reported by yosys after synthesis,1400,um^2
width of the chip,123,um
data arrival at the endpoint of the critical path,1820,ps
height of the die,123,um
Clock Skew,2.14,ps
number of pins with negative max-slew slack in the final report,0,
worst hold slack across all endpoints,513,ps
share of async-settable or async-resettable flops after synthesis,0,%
Layout fillers,1134,
"Warnings, synthesis",1,
Synth Instances,158,
"critical path fanouts, max",5,
core area,10300,um^2
number of register bits inferred by synthesis,26,
multi-input combinational cell area,801,um^2
Finish-stage setup viols,0,
Hold Fails Final Rpt,0,
CTS hold repair buffers,0,
number of top-level pins,29,
biggest cell delay along the critical path,510,ps
Core Density at Floorplan,13.5,%
flip-flops with a built-in enable,0,
worst rel slew slack,51.4,%
overall power,523,uW
## area by class of cell
| class | count | share of cell area [%] |
|---|---|---|
| Tap cell | 136 | 9.01 |
| Timing Repair Buffer | 28 | 14.8 |
| Multi-Input combinational cell | 115 | 42.4 |
| Sequential cell | 26 | 27.6 |
| Inverter | 12 | 2.39 |
| Clock buffer | 3 | 2.19 |
| Clock inverter | 1 | 1.59 |
## path summary, 6_finish.rpt
check	startpoint	to	slack [ps]
max reg2reg	hpos[0]$_SDFF_PP0_	hpos[5]$_SDFF_PP0_	1840
min reg2reg	hpos[0]$_SDFF_PP0_	hpos[0]$_SDFF_PP0_	510
min	hpos[0]$_SDFF_PP0_	hpos[0]$_SDFF_PP0_	510
max	hpos[6]$_SDFF_PP0_	data_enable	1380
## cells in the mapped netlist, types with 4 or more instances
master / number / area [um^2]
sky130_fd_sc_hd__a21oi_1: 13 / 65.1
sky130_fd_sc_hd__and3_1: 5 / 31.3
sky130_fd_sc_hd__dfxtp_1: 26 / 521
sky130_fd_sc_hd__ha_1: 7 / 87.6
sky130_fd_sc_hd__inv_1: 12 / 45.0
sky130_fd_sc_hd__nand2_1: 14 / 52.6
sky130_fd_sc_hd__nand3_1: 7 / 35.0
sky130_fd_sc_hd__nand4_1: 4 / 25.0
sky130_fd_sc_hd__nor2_1: 12 / 45.0
sky130_fd_sc_hd__o32ai_2: 5 / 81.3
sky130_fd_sc_hd__or3_1: 6 / 37.5
sky130_fd_sc_hd__xnor2_1: 4 / 35.0
sky130_fd_sc_hd__xor2_1: 4 / 35.0
## power by group through the flow
stage / Combinational (mW) / Clock, mW / Sequential, mW
finish: 0.0350 / 0.220 / 0.268
CTS: 0.0360 / 0.225 / 0.269
global route: 0.0393 / 0.235 / 0.270
## stage by stage
step           instance area (um^2)  instances  utilization, %
2_1_floorplan                  1400        158               -
3_3_place_gp                   1820        317            17.6
3_5_place_dp                   1820        317            17.6
4_1_cts                        1890        321            18.3
5_1_grt                        1890        321            18.3
6_report                       1890        321            18.3
## critical path: cells and delay by family, from the launching register on
kind                   cells  cell delay, ps
buffers and inverters      1             510
flip-flops                 1             370
AND-OR/OR-AND              1             240
AND/OR/NAND/NOR            1             440
## registers in the layout, summed over array words and instances (netlist names)
| signal | count |
|---|---|
| hpos | 12 |
| vsync | 1 |
| vpos | 12 |
| hsync | 1 |
## kinds of logic (layout without fill, tap and decap cells)
| group | Yosys count | in the layout | share of synthesized area [%] |
|---|---|---|---|
| compound gates | 30 | 30 | 18.0 |
| xor+xnor | 8 | 8 | 5.02 |
| fa+ha+maj | 7 | 7 | 6.28 |
| buf+inv | 17 | 44 | 5.29 |
| flops | 26 | 26 | 37.3 |
| other cells | 1 | 1 | 0.269 |
| simple gates | 69 | 69 | 27.8 |
## routing by layer
layer | vias up | global-route usage (%) | wire (um)
li1 | 626 | - | -
met1 | 571 | 6.62 | 1680
met2 | 26 | 7.73 | 1810
met3 | 2 | 1.11 | 184
met4 | 0 | 0.655 | 46
met5 | - | 0 | 0
No activity file was given, so power comes from the tool's default toggle rates.
